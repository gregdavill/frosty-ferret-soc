`flow/run.sh`:
```
#!/bin/bash
# OpenROAD 26Q1-2900-gdf79404cd8, Yosys 0.63+post, stock flow scripts
make -C /OpenROAD-flow-scripts/flow DESIGN_CONFIG=/design/flow/config.mk WORK_HOME=/design/flow/orfs finish
```
`flow/design.v`:
```
`timescale 1ps/1ps
`default_nettype none
module GF180_RAM_512x32 (
	CLK,
	CEN,
	GWEN,
	WEN,
	A,
	D,
	Q,
	VDD,
	VSS
);
input           CLK;
input           CEN;     
input           GWEN;    
input   [3:0]  	WEN;     
input   [8:0]   A;
input   [31:0] 	D;
output	[31:0]	Q;
inout		    VDD;
inout		    VSS;
wire [31: 0] Q0, Q1;
wire sel_0 = 1;
wire gwen_0 = ~(sel_0 & ~GWEN);
wire [7:0] wen_0 = {8{WEN[0]}};
wire [7:0] wen_1 = {8{WEN[1]}};
wire [7:0] wen_2 = {8{WEN[2]}};
wire [7:0] wen_3 = {8{WEN[3]}};
gf180_ram_512x8_wrapper RAM00 ( .CLK(CLK), .CEN(CEN), .GWEN(gwen_0), .WEN(wen_0), .A(A[8:0]), .D(D[ 7: 0]), .Q(Q0[ 7: 0]) );
gf180_ram_512x8_wrapper RAM01 ( .CLK(CLK), .CEN(CEN), .GWEN(gwen_0), .WEN(wen_1), .A(A[8:0]), .D(D[15: 8]), .Q(Q0[15: 8]) );
gf180_ram_512x8_wrapper RAM02 ( .CLK(CLK), .CEN(CEN), .GWEN(gwen_0), .WEN(wen_2), .A(A[8:0]), .D(D[23:16]), .Q(Q0[23:16]) );
gf180_ram_512x8_wrapper RAM03 ( .CLK(CLK), .CEN(CEN), .GWEN(gwen_0), .WEN(wen_3), .A(A[8:0]), .D(D[31:24]), .Q(Q0[31:24]) );
assign Q = Q0; 
endmodule
module gf180_ram_512x8_wrapper (
	CLK,
	CEN,
	GWEN,
	WEN,
	A,
	D,
	Q
);
input           CLK;
input           CEN;     
input           GWEN;    
input   [7:0]  	WEN;     
input   [8:0]   A;
input   [7:0]  	D;
output	[7:0]	Q;
gf180mcu_fd_ip_sram__sram512x8m8wm1 RAM (
    .CLK(CLK), 
    .CEN(CEN), 
    .GWEN(GWEN), 
    .WEN(WEN), 
    .A(A), 
    .D(D), 
    .Q(Q), 
    .VDD(), 
    .VSS());
endmodule
`timescale 1 ps / 1 ps
module gf180mcu_fd_ip_sram__sram512x8m8wm1 (
	CLK,
	CEN,
	GWEN,
	WEN,
	A,
	D,
	Q,
	VDD,
	VSS
);
input           CLK;
input           CEN;     
input           GWEN;    
input   [7:0]     WEN;     
input   [8:0]     A;
input   [7:0]     D;
output  reg [7:0] Q;
inout       VDD;
inout       VSS;
reg	[7:0]	mem[512];
always @(posedge CLK) begin
    if(!CEN) begin
        if (GWEN) begin
            if(~(|WEN)) begin
                mem[A] <= D;
            end
        end
        else begin
            Q <= mem[A];
        end
    end
end
endmodule
```
`flow/config.mk`:
```
export PLATFORM = sky130hd
export DESIGN_NAME = GF180_RAM_512x32
export DESIGN_NICKNAME = GF180_RAM_512x32
export VERILOG_FILES = /design/flow/design.v
export SDC_FILE = /design/flow/constraint.sdc
export NUM_CORES = 4
export LEC_CHECK = 1
export CORE_UTILIZATION = 30
export SYNTH_MEMORY_MAX_BITS = 65536
```
`flow/constraint.sdc`:
```
current_design GF180_RAM_512x32

set clk_period 157.2
set clk_io_pct 0.2

create_clock -name clk0 -period $clk_period [get_ports {CLK}]

set non_clock_inputs [all_inputs -no_clocks]
set_input_delay [expr $clk_period * $clk_io_pct] -clock clk0 $non_clock_inputs
set_output_delay [expr $clk_period * $clk_io_pct] -clock clk0 [all_outputs]
```
==> deck_impl_summary.md <==
Physical Implementation Snapshot

Floorplanning
  • Core area: 2099000 µm²
  • Fp util: 30.10%
  • # IOs: 80
  • Die X: 1453 µm
  • Die Ht: 1453 µm
  • Row count: 532
  • DIE AREA: 2112000 µm²

Critical path
  • Crit path DAT: 40720 ps
  • R2r startpoint: RAM00.RAM.mem[233][1]
  • Setup crit end: RAM00.RAM.Q[7]
  • Most frequent CP cell: buf_4
  • Setup CP Type: in2reg
  • Crit path launch type: input pin
  • Crit path max-delay family: buffers and inverters
  • CP max stage delay: 680 ps
  • Bufs and invs on worst path: 13
  • Crit path DRT: 158250 ps
  • CP max-delay cell: buf_4
  • CP Depth: 20
  • CP startpoint: A[0]
  • Worst-path maximum fanout: 73
  • Worst R2R End: RAM00.RAM.Q[1]
  • Worst path cell trace: buf_16, buf_4, buf_4, buf_4, buf_4, buf_4, buf_4, buf_4, buf_12, buf_4, buf_4, mux2i_1, o22ai_1, nor4_1, buf_4, a31oi_1, buf_4, a2111oi_2, and3_1, nand4_1
  • R2r setup slk: 153070 ps
  • Reg2Reg Depth: 8
  • Critical Path Sink Type: flop

Yosys
  • Synth Seq Share: 78.01%
  • Async SR Flop Fraction: 0%
  • Avg Cell Area, Syn: 21.37 µm²
  • Number of enable flip-flop cells: 16420
  • Synth cell types: 73
  • #FFs+latches synth: 16420
  • Synth warnings: 1
  • Cells after Synth: 29580
  • Most common reg cell: edfxtp_1
  • Cell count in the Yosys report: 29580
  • Area figure in the yosys stat output: 631900 µm²
  • Mapped Area: 631900 µm²

GRT
  • Initial antenna violation count: 185
  • Met3 Use GR: 18.49%
  • GRT Max-Usage Layer: met2
  • Vias in the first global route: 344200
  • Grt total ovfl: 0
  • GRT met2 Usage: 26.62%
  • Largest net degree at the start of global routing: 141
  • Met1 Use GR: 16.72%
  • Total track usage: 18.64%
  • First-pass GRT wire length: 2581000 µm

Detailed routing
  • Initial DRC count: 21310
  • DR pass1 iterations: 6
  • WL final: 1853000 µm
  • Via count: 309000
  • DR DRC count: 0
  • Drt wl/cell: 30.78 µm
  • Via/cell ratio: 5.134
  • Routed Antenna Nets: 0

Power and ir drop
  • Pwr per Cell Area: 12.50 nW/µm²
  • Combinational power share: 4.5%
  • Int Pwr: 7157 µW
  • Switch share: 20.89%
  • Reg power frac: 53.3%
  • Peak supply drop: 0.01115 mV
  • Pleak: 0.2211 µW
  • NetSw: 1890 µW
  • Clock group share of total power: 42.2%

Placement
  • Placed instance count: 57050
  • Count of input and output buffers: 79
  • Placed wire-length estimate: 1198000 µm
  • Placer Congestion: 0.9058
  • Pre-CTS WS: 115890 ps

Final timing
  • Setup violations, final: 0
  • Final-report max-slew violation count: 6
  • Crit path time final: 39670 ps
  • Unrepaired setup endpoints after global routing: no
  • Worst setup margin: 117530 ps
  • Endpoints left unconstrained: 2
  • Slew margin rel.: -1.035%
  • Final hold violations: 0
  • Tcrit/Tclk final: 25.24%
  • Worst Tran Pin Value: 1516 ps
  • Setup TNS Final: 0 ps
  • FMAX: 0.02521 GHz
  • Setup Skew: 123.6 ps

Clock network
  • CTS Buffer Depth: 6
  • Post-cts repair resize count: 0
  • CTS tree: done
  • Hold Buf Count CTS: 0
  • Clock slew at reported path FFs: 60 ps
  • H-Tree Depth: 7
  • Setup Buffers After CTS: 0
  • Root Buffer: clkbuf_16
  • Inserted Clock Buffers: 1675
  • Worst skew pair latency: 1370 ps
  • Clk sinks: 16420

Layout
  • Share of cells above drive strength 1: 23.76%
  • Non-filler instance count after layout: 60180
  • Layout area overhead: 14.51%
  • Register area: 493000 µm²
  • Fill cells: 190400
  • Comb gate area: 131800 µm²

Flow run
  • Number of OpenROAD warnings: 137
  • Max-cap violation count: 1

Status
  • Status: finished, violations left
  • Failing checks: max-capacitance violations, max-slew violations

Worst hold path
  • Hold path startpoint: RAM02.RAM.mem[295][0]
  • HP Class: reg2reg
-- registers in the layout, summed over array words and instances, names as in the netlist --
signal,cells
RAM00.RAM.Q,8
RAM00.RAM.mem,4096
RAM01.RAM.Q,8
RAM01.RAM.mem,4096
RAM02.RAM.Q,8
RAM02.RAM.mem,4096
RAM03.RAM.Q,8
RAM03.RAM.mem,4096
-- layout by cell type, fill, tap and decap left out, types with 99 or more instances in the layout --
cell type	netlist	final
edfxtp_1	16420	16420
mux4_2	3629	3629
nor2_1	2142	2119
clkbuf_16	0	1691
mux2i_1	1432	1432
buf_4	182	1245
a22oi_1	627	627
a21oi_1	479	479
nand2_1	515	408
clkinv_1	0	388
o22ai_1	384	384
clkbuf_1	1126	353
o21ai_0	319	317
clkinv_2	0	264
mux2_2	201	201
a22o_1	200	200
diode_2	0	187
nand3_1	182	170
nand4_1	163	163
bufinv_16	0	152
nand2_4	0	101
a221oi_1	99	99
-- worst min-delay path, stage by stage (launching register included) --
cell and delay [ps]:
edfxtp_1 310, mux4_2 230, a221oi_1 90, o221ai_1 80
a21oi_1 80, nand4_1 70
-- synth_stat cells, types with 11 or more instances --
master / instances / area [µm²]
or4_1: 29 / 217.7
and3_1: 22 / 137.6
o21ai_0: 319 / 1597
buf_1: 156 / 585.6
buf_4: 182 / 1366
inv_1: 12 / 45.04
o211a_1: 18 / 180.2
o2111a_1: 20 / 225.2
a211o_1: 35 / 306.5
a22o_1: 200 / 1752
nand2b_1: 13 / 81.33
edfxtp_1: 16420 / 493000
a211oi_1: 88 / 660.6
a32oi_1: 32 / 280.3
o22ai_1: 384 / 2402
nor4_1: 31 / 193.9
nand4_1: 163 / 1020
nor2_1: 2142 / 8040
o22a_1: 35 / 306.5
mux2i_1: 1432 / 14330
a31oi_1: 93 / 581.8
a22oi_1: 627 / 4707
clkbuf_1: 1126 / 4227
nand2_1: 515 / 1933
nand3_1: 182 / 910.9
mux4_2: 3629 / 81730
buf_6: 19 / 214.0
and2_1: 11 / 68.82
o211ai_1: 92 / 690.7
mux2_2: 201 / 2263
o221ai_1: 54 / 473.0
a221oi_1: 99 / 867.1
nor2b_1: 18 / 112.6
a21oi_1: 479 / 2397
nor3_1: 114 / 570.6
buf_2: 448 / 2242
a2111oi_0: 11 / 96.34
-- cells by family (layout without fill, tap and decap cells) --
kind of cell    after synthesis  count (layout)  share of synthesized area (%)
buf+inv                    1945            4329                          1.375
flops                     16420           16420                          78.01
simple gates               3299            3299                          2.182
mux                        5262            5262                          15.56
compound gates             2653            2653                          2.869
other cells                   0             187                              0
-- stage by stage --
stage,total power (µW),hold WS (ps),utilization [%],instance area (µm²)
floorplan,5111,769.1,-,631900
global placement,5316,975.6,31.97,671100
detailed placement,5322,959.1,31.97,671100
CTS,9095,971.2,34.44,723000
global route,9285,1050,34.45,723300
finish,9047,972.2,34.46,723600
-- metal layers --
| metal | vias up | part of all wire (%) |
|---|---|---|
| met3 | 3826 | 22 |
| li1 | 126400 | - |
| met5 | - | 0.45 |
| met1 | 156400 | 28 |
| met2 | 22120 | 45 |
| met4 | 267 | 5.7 |
-- power by group through the flow --
stage / sequential (µW) / clock (µW) / combinational, µW
after CTS: 4820 / 3860 / 410
after global routing: 4820 / 4030 / 434
final: 4820 / 3820 / 409
-- how the worst min path moves through the flow --
stage	to	slack, ps	depth (start not counted)
6_report	RAM02.RAM.Q[0]	970	5
5_1_grt	RAM02.RAM.Q[0]	1050	5
4_1_cts	RAM02.RAM.Q[0]	970	5
-- area by class of cell --
class | instances | area share (%)
clock buffer | 2044 | 6.031
antenna | 187 | 0.06467
inverter | 14 | 0.01072
multi-input combinational | 11210 | 18.21
clock inverter | 899 | 1.144
timing repair buffer | 1372 | 1.563
sequential | 16420 | 68.13
tap | 28040 | 4.848
Power is estimated from default activity; no workload was simulated.
